### ./config.mk
export PLATFORM = sky130hd
export DESIGN_NAME = segmentDisp
export DESIGN_NICKNAME = segmentDisp
export VERILOG_FILES = /design/flow/design.v
export SDC_FILE = /design/flow/constraint.sdc
export NUM_CORES = 4
export LEC_CHECK = 1
export CORE_AREA = 10 10 70 70
export DIE_AREA = 0 0 80 80
### ./constraint.sdc
current_design segmentDisp

set clk_period 1.4
set clk_io_pct 0.2

create_clock -name clk0 -period $clk_period

set non_clock_inputs [all_inputs -no_clocks]
set_input_delay [expr $clk_period * $clk_io_pct] -clock clk0 $non_clock_inputs
set_output_delay [expr $clk_period * $clk_io_pct] -clock clk0 [all_outputs]
### ./design.v
module segmentDisp(
    input logic  [3:0] s,         
    output logic [6:0] seg);     
    always_comb begin
        case(s)
            4'b0000: seg = 7'b0000001;  
            4'b0001: seg = 7'b1001111;  
            4'b0010: seg = 7'b0010010;  
            4'b0011: seg = 7'b0000110;  
            4'b0100: seg = 7'b1001100;  
            4'b0101: seg = 7'b0100100;  
            4'b0110: seg = 7'b0100000;  
            4'b0111: seg = 7'b0001111;  
            4'b1000: seg = 7'b0000000;  
            4'b1001: seg = 7'b0000100;  
            4'b1010: seg = 7'b0001000;  
            4'b1011: seg = 7'b1100000;  
            4'b1100: seg = 7'b0110001;  
            4'b1101: seg = 7'b1000010;  
            4'b1110: seg = 7'b0110000;  
            4'b1111: seg = 7'b0111000;  
            default: seg = 7'b1111111;  
        endcase
    end
endmodule
### ./run.sh
#!/bin/bash
# OpenROAD 26Q1-2900-gdf79404cd8, Yosys 0.63+post, stock flow scripts
make -C /OpenROAD-flow-scripts/flow DESIGN_CONFIG=/design/flow/config.mk WORK_HOME=/design/flow/orfs finish
==> flow_metrics.env <==
# physical design summary
export IMPL_syn_cell_area_um2=269
export IMPL_start_kind="primary input"
export IMPL_hp_start="s[3]"
export IMPL_yosys_stat_cells=33
export IMPL_max_stage_delay_ns=0.45
export IMPL_adder_share=0.326
export IMPL_logic_family="adder cells"
export IMPL_hold_path_class="primary input to output port"
export IMPL_antenna_found_initial=0
export IMPL_grt_pass1_vias=346
export IMPL_n_antenna_cell=0
export IMPL_antenna_left=0
export IMPL_core_area_um2=3420
export IMPL_worst_setup_path_end_kind="output port"
export IMPL_grt_overflow_total=0
export IMPL_grt_setup_unrepaired="yes"
export IMPL_drt_iter0_drc=2
export IMPL_status="finished, violations left"
export IMPL_worst_path_dominant_cell_family="multiplexers"
export IMPL_crit_slowest_cell="mux4_2"
export IMPL_final_clkbuf_count=0
export IMPL_num_vias=322
export IMPL_stdcell_area_um2=654
export IMPL_die_y_um=80
export IMPL_relSlewSlack=0.865
export IMPL_violations="setup timing"
export IMPL_setup_ws_ns=-0.152
export IMPL_grt_max_degree=11
export IMPL_grt_pass1_wl_um=1510
export IMPL_synth_warnings=1
export IMPL_fin_crit_ns=1.55
export IMPL_pin_count=11
export IMPL_tool_warnings=40
export IMPL_postSynthAreaPerCell_um2=8.15
export IMPL_area_delta_synth_final_pct=143
export IMPL_max_cap_violations=0
export IMPL_powerDensity_nw_per_um2=272
export IMPL_port_buffers=11
export IMPL_worstPathRequired_ns=1.12
export IMPL_wirelength_um=999
export IMPL_rows=21
export IMPL_power_w=0.000178
export IMPL_place_area_um2=482
export IMPL_slew_viol_final=0
export IMPL_worst_slew_pin_slew_ns=0.197
export IMPL_lay_top_cells="buf_2, buf_4, nor2_1, buf_6"
export IMPL_whs_path_depth=3
export IMPL_wl_per_cell_um=9.70
export IMPL_hold_ws_ns=0.995
export IMPL_drive_gt1_frac=0.719
export IMPL_dieArea_um2=6400
export IMPL_xor_share=0
export IMPL_leakage_nw=0.278
export IMPL_syn_inst=33
export IMPL_grt_usage=0.0271
export IMPL_routed_via_density=3.13
export IMPL_crit_chain="buf_8, buf_6, ha_2, mux4_2, buf_2"
export IMPL_place_hpwl_um=601
export IMPL_flop_area_um2=0
export IMPL_finalClockPeriodUsage=1.11
export IMPL_setup_viol=3
export IMPL_ys_sh_aoi=0.140
export IMPL_drtPass1Iterations=2
export IMPL_area_leaders="ha_1, mux2i_1, mux4_2, nor2_1, nand2b_1"
export IMPL_gp_congestion=0.751
export IMPL_top_area_frac=0.326
export IMPL_synth_area_leader_cell="ha_1"
export IMPL_max_freq_mhz=644
export IMPL_worstPathArrival_ns=1.27
export IMPL_path_max_fanout=5
export IMPL_ir_drop_mv=0.0506
export IMPL_ys_chip_area_um2=269
export IMPL_worstSetupPathType="primary input to output port"
export IMPL_synth_yosys_seq_area_share=0
export IMPL_finalHoldViolCount=0
export IMPL_cp_num_buf_inv=3
export IMPL_chipWidth_um=80
export IMPL_flops=0
export IMPL_synthSimpleGateAreaFrac=0.130
export IMPL_whs_endpoint="seg[5]"
export IMPL_ys_sh_mux=0.307
export IMPL_core_util_floorplan=0.0788
export IMPL_route_detailed_drc=0
export IMPL_synth_cell_types=13
## synthesized netlist by cell type
library cell and instances:
buf_6 1, clkbuf_1 1, a32o_1 1, nand2_1 1, a21oi_1 2, mux2i_1 6
o21ai_1 2, nor2_1 5, nand2b_1 2, o211ai_1 1, inv_1 3, ha_1 7
mux4_2 1
## per-layer routing
metal	vias up	global-route usage	part of all wire
li1	165	-	-
met1	149	0.0331	0.43
met2	8	0.0514	0.52
met3	0	0.00341	0.041
met4	0	0	0
met5	-	0	0
## timing repair
item,4_1_cts,5_1_grt
resized,63,7
hold endpoints to repair,0,0
pin swaps,8,4
hold buffers,0,0
setup endpoints to repair,7,5
setup buffers,6,0
cloned,0,1
## cell type report
cell class | count | area [um2]
repair buffers | 26 | 236
multi-input cells | 28 | 342
fillers | 368 | 2760
well taps | 46 | 57.6
inverters | 3 | 18.8
## stage by stage
stage	setup TNS [ns]	util	std cells	worst slack (ns)
finish	-0.240	0.192	103	-0.152
global route	-0.413	0.192	103	-0.186
CTS	-0.135	0.178	102	-0.127
detailed placement	-5.45	0.141	96	-0.906
global placement	-5.46	0.141	96	-0.920
floorplan	0	-	33	0.0700
## cell families after synthesis
family / count (synthesis)
AOI/OAI and AO/OA: 6
muxes: 7
buffers and inverters: 5
and+or+nand+nor: 8
adders and majority gates: 7
## how the worst max path moves through the flow
stage / to / slack (ns) / cells past startpoint / from
global route: seg[3] / -0.19 / 6 / s[1]
CTS: seg[3] / -0.13 / 5 / s[1]
finish: seg[3] / -0.15 / 5 / s[1]
## where the power goes
group          switching [W]  internal (W)  leakage [nW]
clock                      0             0             0
sequential                 0             0             0
combinational      0.0000730      0.000105         0.278
No activity file was given, so power comes from the tool's default toggle rates.
