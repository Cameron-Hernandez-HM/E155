==> /design/flow/design.v <==
module clkWorld(
	input logic intOsc,
	output logic ledState
);
	logic [24:0] counter = 0;
	always_ff @(posedge intOsc) begin
		counter <= counter + 1;
		if (counter >= 23'd60000)begin  
			ledState = ~ledState;
			counter <= 23'd0;
		end
	end
endmodule
==> /design/flow/run.sh <==
#!/bin/bash
# OpenROAD 26Q1-2900-gdf79404cd8, Yosys 0.63+post, stock flow scripts
make -C /OpenROAD-flow-scripts/flow DESIGN_CONFIG=/design/flow/config.mk WORK_HOME=/design/flow/orfs finish
==> /design/flow/config.mk <==
export PLATFORM = sky130hd
export DESIGN_NAME = clkWorld
export DESIGN_NICKNAME = clkWorld
export VERILOG_FILES = /design/flow/design.v
export SDC_FILE = /design/flow/constraint.sdc
export NUM_CORES = 4
export LEC_CHECK = 1
export CORE_AREA = 10 10 89 89
export DIE_AREA = 0 0 99 99
==> /design/flow/constraint.sdc <==
current_design clkWorld

set clk_period 4.0
set clk_io_pct 0.2

create_clock -name clk0 -period $clk_period [get_ports {intOsc}]

set non_clock_inputs [all_inputs -no_clocks]
set_input_delay [expr $clk_period * $clk_io_pct] -clock clk0 $non_clock_inputs
set_output_delay [expr $clk_period * $clk_io_pct] -clock clk0 [all_outputs]
==> results.yml <==
# synthesis and place-and-route metrics
floorplanning:
  die_width_um: 99
  die_h_um: 99
  core_sq_um: 5991
  rows: 28
  fp_util: 0.1767
  ios: 2
  dieArea_sq_um: 9801
clock_tree:
  cts.clk_slew.worst_paths_ps: 80
  htreeDepth: 1
  cts_setup_buffers: 0
  numCtsBuffers: 3
  cts_root_buf: "clkbuf_8"
  clock.latency.late_pin_ps: 260
  cts_tree: "built"
  clkSinkCount: 26
  hold_buffers: 0
  cts_resized: 0
  cts_buffer_depth: 2
min_path:
  whs_path_depth: 1
  hold_path_end: "counter[0]"
  worstHoldStart: "counter[0]"
  hp-class: "reg -> reg"
route:
  drtIter0Drc: 39
  totalWireLength_um: 1426
  wire_per_inst_um: 7.545
  insertedDiodeCount: 0
  firstDrtPassIters: 4
  post_drt_via_cell_ratio: 3.450
  vias: 652
  drc: 0
  final_antenna_net_count: 0
critical_path:
  arrival_ps: 1070
  start_kind: "register"
  worstReg2RegStart: "counter[11]"
  crit_buf_inv: 1
  ff2ff_setup_slack_ps: 2350
  r2r-end: "ledState"
  cp_cell_sequence: "clkdlybuf4s50_1"
  crit_slowest_cell: "clkdlybuf4s50_1"
  required_ps: 3200
  endpoint_kind: "output pin"
  crit_fanout: 2
  worstSetupPathType: "reg -> out"
  r2r_cells: 4
  cp_top_family: "buffers and inverters"
  cp_slowest_stage_delay_ps: 460
final_timing:
  min_period_ps: 1867
  timing.setup.tns_ps: 0
  setup_viol_count_final: 0
  fin_crit_sh: 0.4666
  fin_worst_skew_ps: 1.476
  slew_viol_final: 0
  finalHoldViolCount: 0
  setup_ws_ps: 2133
  fmax_mhz: 535.7
  hold-worst-slack_ps: 506.9
  rsz0062_at_grt: "false"
global_route:
  grt_pass1_vias: 593
  grt_pass1_wl_um: 2704
  grt_antenna_before_repair: 0
  grt_overflow_total: 0
  track_usage: 0.03120
  grt_max_degree: 16
placement:
  gp_congestion: 0.8536
  pre_cts_ws_ps: 2363
  numPortBuffers: 1
  dp_cells: 185
  dpl.hpwl_um: 1045
finish:
  fillers: 636
  final_core_util: 0.2053
  syn_to_final_growth_pct: 16.19
  drive_gt1_frac: 0.1491
  final_cells: 189
flow_run:
  drv_cap: 0
  warnings: 27
logic_synthesis:
  yosysTopAreaCellShare: 0.4728
  yosys_register_bits: 26
  ys_warn_count: 1
  synth_cells: 103
  avgSynthCellArea_sq_um: 10.28
  area_leaders: "dfxtp_1 47%, xnor2_1 11%, nor2_4 7.4%"
  synth_cell_types: 24
  synth_area_leader_cell: "dfxtp_1"
  synth_seq_share: 0.5012
  netlist_area_sq_um: 1059
  ys_area_sq_um: 1059
  yosys_cells: 103
pwr:
  p_leak_nw: 0.3553
  power.density_nw_per_um2: 369.9
  peakVddDrop_v: 0.0001256
status:
  status: "finished clean"
-- power breakdown --
| group | total, W | internal, W | switching (W) |
|---|---|---|---|
| Sequential | 0.000267 | 0.000265 | 0.00000136 |
| Clock | 0.000186 | 0.000109 | 0.0000770 |
| Combinational | 0.00000255 | 0.00000119 | 0.00000137 |
| Total | 0.000455 | 0.000375 | 0.0000797 |
-- cell families after synthesis --
| kind of cell | after synthesis | share of synthesized area |
|---|---|---|
| AND-OR/OR-AND | 4 | 0.03072 |
| other | 1 | 0.003543 |
| XOR/XNOR | 14 | 0.1158 |
| buffers and inverters | 10 | 0.05910 |
| AND/OR/NAND/NOR | 46 | 0.2659 |
| adder cells (fa/ha/maj) | 2 | 0.02364 |
| flip-flops | 26 | 0.5012 |
-- per-layer routing --
metal  GRT usage  part of all wire  routed length [um]  vias to the layer above
met3     0.01268             0.081                 116                        2
met5           0                 0                   0                        -
met4    0.005513            0.0098                  14                        0
met1     0.04611              0.50                 709                      268
met2     0.04158              0.41                 585                       28
li1            -                 -                   -                      354
-- cell usage after synthesis --
| cell | number |
|---|---|
| xor2_1 | 1 |
| nor3_1 | 5 |
| dfxtp_1 | 25 |
| nand4_2 | 1 |
| buf_6 | 1 |
| o21ai_1 | 1 |
| nor2_2 | 2 |
| xnor2_1 | 13 |
| a21oi_1 | 1 |
| nor2_1 | 11 |
| clkbuf_2 | 1 |
| nand3_1 | 6 |
| a41o_1 | 1 |
| ha_1 | 2 |
| nor4_1 | 4 |
| nand4_1 | 4 |
| inv_1 | 7 |
| nor4_2 | 1 |
| nor2_4 | 7 |
| edfxtp_1 | 1 |
| buf_12 | 1 |
| nand2_1 | 5 |
| a211oi_2 | 1 |
| conb_1 | 1 |
-- layout make-up --
type | count | area [sq um] | share of cell area
inverters | 7 | 26.28 | 0.02136
repair buffers | 2 | 17.52 | 0.01424
flip-flops and latches | 26 | 530.5 | 0.4313
multi-input cells | 75 | 495.5 | 0.4028
clock buffers | 4 | 66.31 | 0.05392
well taps | 75 | 93.84 | 0.07630
-- how the worst max path moves through the flow --
stage                     from       end  slack (ps)  cells after the start
final                 ledState  ledState        2130                      1
after global routing  ledState  ledState        2080                      1
after CTS             ledState  ledState        2110                      1
-- flip-flops by register name (all words and copies together), names as in the netlist --
name and flops:
counter 25, ledState 1
-- metrics by stage --
step	power, W	area [sq um]
3_5_place_dp	0.0002757	1164
5_1_grt	0.0004736	1230
4_1_cts	0.0004621	1230
3_3_place_gp	0.0002755	1164
6_report	0.0004549	1230
2_1_floorplan	0.0002742	1089
-- placed cells by master (no fill, tap or decap), types with 3 or more instances in the layout --
cell,n
nor2_1,11
nor3_1,5
dfxtp_1,25
nand4_1,4
conb_1,9
xnor2_1,13
inv_1,7
nand3_1,6
nand2_1,5
clkbuf_8,3
nor2_4,7
nor4_1,4
No activity file was given, so power comes from the tool's default toggle rates.
